[./run.sh]
#!/bin/bash
# OpenROAD 26Q1-2900-gdf79404cd8, Yosys 0.63+post, stock flow scripts
make -C /OpenROAD-flow-scripts/flow DESIGN_CONFIG=/design/flow/config.mk WORK_HOME=/design/flow/orfs finish
[./config.mk]
export PLATFORM = sky130hd
export DESIGN_NAME = traf
export DESIGN_NICKNAME = traf
export VERILOG_FILES = /design/flow/design.v
export SDC_FILE = /design/flow/constraint.sdc
export NUM_CORES = 4
export LEC_CHECK = 1
export CORE_AREA = 10 10 70 70
export DIE_AREA = 0 0 80 80
[./constraint.sdc]
current_design traf

set clk_period 2.2
set clk_io_pct 0.2

create_clock -name clk0 -period $clk_period [get_ports {CLK}]

set non_clock_inputs [all_inputs -no_clocks]
set_input_delay [expr $clk_period * $clk_io_pct] -clock clk0 $non_clock_inputs
set_output_delay [expr $clk_period * $clk_io_pct] -clock clk0 [all_outputs]
[./design.v]
`timescale 1 s / 100 ms
module traf(ms_1, ms_2, ss_1, ss_2, wm, ws, turn_ms_sensor, walk_ms_sensor, walk_ss_sensor, CLK, RST);
	output reg [4:0] ms_1, ms_2;
	output reg [2:0] ss_1, ss_2;
	output reg wm, ws;
	input turn_ms_sensor, walk_ms_sensor, walk_ss_sensor;
	input CLK, RST;
	parameter MAIN_RED = 5'b00100;
	parameter MAIN_YELLOW = 5'b00010;
	parameter MAIN_GREEN = 5'b00001;
	parameter MAIN_YELLOW_ARROW = 5'b01000;
	parameter MAIN_GREEN_ARROW = 5'b10000;
	parameter SIDE_RED = 3'b100;
	parameter SIDE_YELLOW = 3'b010;
	parameter SIDE_GREEN = 3'b001;
	parameter S0 = 4'b0000;		 
	parameter S1 = 4'b0001;		 
	parameter S2 = 4'b0010;		 
	parameter S3 = 4'b0011;		 
	parameter S4 = 4'b0100;		 
	parameter S5 = 4'b0101;		 
	parameter S6 = 4'b0110;		 
	parameter S7 = 4'b0111;		 
	parameter S8 = 4'b1000;  	 
	parameter S9 = 4'b1001;		 
	parameter S10= 4'b1010;		 
	reg [3:0] state;
	reg [3:0] next_state;
	always @(posedge CLK)
		if(RST)
			state <= S0;  
		else
			state <= next_state;
	always @(state) begin
		ms_1 = MAIN_RED; ms_2 = MAIN_RED;
		ss_1 = SIDE_RED; ss_2 = SIDE_RED;
		wm = 0; ws = 0; 
		case(state)
			S0: begin
					ms_1 = MAIN_RED;
					ms_2 = MAIN_RED;
					ss_1 = SIDE_RED;
					ss_2 = SIDE_RED;
					wm = 0;
					ws = 0;
				end
			S1: begin
					ms_1 = MAIN_GREEN;
					ms_2 = MAIN_GREEN;
					ss_1 = SIDE_RED;
					ss_2 = SIDE_RED;
					wm = 0;
					ws = 0;
				end
			S2: begin
					ms_1 = MAIN_YELLOW;
					ms_2 = MAIN_YELLOW;
					ss_1 = SIDE_RED;
					ss_2 = SIDE_RED;
					wm = 0;
					ws = 0;
				end
			S3: begin
					ms_1 = MAIN_RED;
					ms_2 = MAIN_RED;
					ss_1 = SIDE_RED;
					ss_2 = SIDE_RED;
					wm = 0;
					ws = 0;
				end
			S4: begin
					ms_1 = MAIN_RED;
					ms_2 = MAIN_RED;
					ss_1 = SIDE_GREEN;
					ss_2 = SIDE_GREEN;
					wm = 0;
					ws = 0;
				end
			S5: begin
					ms_1 = MAIN_RED;
					ms_2 = MAIN_RED;
					ss_1 = SIDE_YELLOW;
					ss_2 = SIDE_YELLOW;
					wm = 0;
					ws = 0;
				end
			S6: begin 
					ms_1 = MAIN_RED;	
					ms_2 = MAIN_RED;
					ss_1 = SIDE_RED;
					ss_2 = SIDE_RED;
					wm = 0;
					ws = 0;
				end
			S7: begin
					ms_1 = MAIN_GREEN_ARROW;
					ms_2 = MAIN_GREEN_ARROW;
					ss_1 = SIDE_RED;
					ss_2 = SIDE_RED;
					wm = 0;
					ws = 0;
				end
			S8: begin
					ms_1 = MAIN_YELLOW_ARROW;
					ms_2 = MAIN_YELLOW_ARROW;
					ss_1 = SIDE_RED;
					ss_2 = SIDE_RED;
					wm = 0;
					ws = 0;
				end
			S9: begin
					ms_1 = MAIN_GREEN;
					ms_2 = MAIN_GREEN;
					ss_1 = SIDE_RED;
					ss_2 = SIDE_RED;
					ws = 1;
					wm = 0;
					#10; ws = 0;
				end
			S10: begin
					ms_1 = MAIN_RED;
					ms_2 = MAIN_RED;
					ss_1 = SIDE_GREEN;
					ss_2 = SIDE_GREEN;
					ws = 0;
					wm = 1;
					#10; wm = 0;
				end
		endcase
	end
	always @(state or turn_ms_sensor or walk_ms_sensor or walk_ss_sensor) begin
		case (state)
			S0: begin
					#5;
					if (walk_ss_sensor)
						next_state = S9;
					else
						next_state = S1;
				end
			S1: begin
					#40;
					next_state = S2;
				end
			S2: begin
					#5;
					next_state = S3;
				end
			S3: begin
					#5;
					if(walk_ms_sensor)
						next_state = S10;
					else
						next_state = S4;
				end
			S4: begin
					#30;
					next_state = S5;
				end
			S5: begin
					#5;
					if(turn_ms_sensor)
						next_state = S6;
					else
						next_state = S0; 
				end
			S6: begin
					#5;
					next_state = S7;
				end
			S7: begin
					#20;
					next_state = S8;
				end
			S8: begin
					#5;
					next_state = S0;
				end
			S9: begin
					#40;
					next_state = S2;
				end
			S10: begin
					#30;
					next_state = S5;
				end
			default: next_state = S0;
		endcase
	end
endmodule
==> results.ini <==
[sta]
timing_hold_violations_final=0
grt_setup_unrepaired=false
min_period_ns=1.96
finalMaxSlewViolations=0
final.period_utilization=0.889
layout_setup_ws_ns=0.243
total_negative_slack_ns=0
report.final.setup_viol=0
fin_skew_ns=0.00319
fmax_ghz=0.511

[power]
power.switching_fraction=0.267
seq_power_share=0.417
netSwitchingPower_mw=0.176
clockPowerShare=0.259
power-per-cell-area_nw_per_um2=723
leak_pwr_nw=0.359
combinational_group_share_of_total_power=0.324
irDropWorstVdd_v=0.000141
p_int_mw=0.483

[yosys]
syn_area_cell_um2=9.47
synth-edff-count=0
synth_warnings=1
yosys-top-cells-count=12 x sky130_fd_sc_hd__dfxtp_1, 10 x sky130_fd_sc_hd__buf_4, 5 x sky130_fd_sc_hd__ha_1, 5 x sky130_fd_sc_hd__inv_1, 4 x sky130_fd_sc_hd__nor2_1
synth.area.top_cells=sky130_fd_sc_hd__dfxtp_1 35%, sky130_fd_sc_hd__buf_4 11%, sky130_fd_sc_hd__ha_1 9.2%
most_used_flip_flop_cell=sky130_fd_sc_hd__dfxtp_1
postSynthSeqShare=0.352
synth.distinct_cells=29
synth_top_cell_by_area=sky130_fd_sc_hd__dfxtp_1
synth.ff_latch_count=12
yosys_cells=72
syn_inst=72
synth-async-reset-ratio=0
yosys_area_um2=682
netlist.area_leader.share=0.352
mappedNetlistArea_um2=682
synth.most_common_cell=sky130_fd_sc_hd__dfxtp_1

[job]
log.warning_count=29
max_cap_violations=0

[critical_path]
cp.arrival_ns=2.12
startpoint_kind_of_the_worst_setup_timing_path=primary input
cp_slowest_cell=sky130_fd_sc_hd__clkdlybuf4s50_1
worst-r2r-setup-slack_ns=0.33
crit_path_end_kind=flip-flop
timing.rr.start=state[0]
timing_worst_setup_path_type=in -> reg
reg2reg_depth=7
max_stage_delay_ns=0.45
r2r-end=ss_2[0]
path_cells=clkdlybuf4s50_1, inv_1, nor4b_1, a311oi_1, nor2_1, inv_1, ha_1, a22oi_1, nor2_1
worst_path_fanout_max=3
critPathRequiredTime_ns=2.36

[drt]
route.detailed.drc=0
routed_wire_length_per_instance_um=9.75
route.final.wire_length_mm=1.32
detailedRoute.firstPassIterationCount=2
vias=527
detail_route.vias_per_cell=3.90
ant_nets=0
num_antenna_cells=0
drtIter0Drc=19

[floorplan]
row_count=21
chipWidth_um=80
io_pins=23
fp_util=0.200
chipArea_um2=6400
die_height_um=80
coreArea_um2=3420

[final_layout]
logic_area_um2=329
final-instance-count-excl-fill=135
drive_gt1_frac=0.124
nFillCells=375
area_growth_syn_to_layout_pct=33.8
sequential_cell_area_um2=240

[min_path]
hold_path_startpoint=state[0]
min_delay_worst_endpoint=state[0]
worst_hold_path_type=reg -> reg
hold_path_depth=1

[place]
place.detailed.instances=131
portBuffers=20
preCtsSetupSlack_ns=-0.0386
gpl.final_weighted_congestion=0.818
detailedPlacementHpwl_mm=1.11

[clock_network]
cts_post_setup_buffers_inserted=0
cts-buffers-inserted=3
worst_skew_pair.late_latency_ns=0.27
cts.root.buffer_cell=sky130_fd_sc_hd__clkbuf_4
cts_max_level=1
ctsLongestPathBuffers=2
clock_tree_from_tritoncts=yes
cts_resized=0
ctsHoldBuffers=0
cts.sinks=12
cts.reportedPaths.clkPinSlew_ns=0.07

[global_routing]
grt_use_total=0.0371
grt_overflow=0
number_of_antenna_violations_at_the_first_check_in_global_routing=0
grt_pass1_wl_mm=2.06
grt_max_degree=12
first_global_vias=502

[outcome]
status=completed

sequential cells by signal, summed over array words and instances, names as in the netlist:
register,count
ms_1,5
state,4
ss_2,2
ss_1,1
worst max path at each step:
stage                          start       to  cells after the start
after CTS             turn_ms_sensor  ss_2[0]                      9
after global routing  turn_ms_sensor  ss_2[0]                      9
final                 turn_ms_sensor  ss_2[0]                      9
metrics by stage:
| step | total power, mW | hold WS (ns) | cell area [um^2] | util |
|---|---|---|---|---|
| after floorplan | 0.412 | 0.518 | 686 | - |
| after global placement | 0.496 | 0.599 | 876 | 0.256 |
| after detailed placement | 0.497 | 0.613 | 876 | 0.256 |
| after CTS | 0.667 | 0.623 | 912 | 0.267 |
| after global routing | 0.703 | 0.689 | 912 | 0.267 |
| final | 0.659 | 0.625 | 912 | 0.267 |
metal layers:
layer,track usage,share of wire
met3,0.00682,0.058
met2,0.0690,0.50
met4,0.0106,0.029
met5,0,0
met1,0.0414,0.42
power groups by stage:
stage                 clock, mW  sequential [mW]  combinational (mW)
after global routing      0.187            0.280               0.236
final                     0.171            0.275               0.214
after CTS                 0.175            0.275               0.218
cells in the final DEF (no fill, tap or decap), types with 2 or more instances in the layout:
cell | synthesis | routed
sky130_fd_sc_hd__inv_1 | 5 | 5
sky130_fd_sc_hd__clkdlybuf4s50_1 | 0 | 20
sky130_fd_sc_hd__dfxtp_1 | 12 | 12
sky130_fd_sc_hd__conb_1 | 1 | 2
sky130_fd_sc_hd__clkbuf_4 | 0 | 3
sky130_fd_sc_hd__buf_4 | 10 | 4
sky130_fd_sc_hd__ha_1 | 5 | 5
sky130_fd_sc_hd__and2_1 | 3 | 3
sky130_fd_sc_hd__nor2b_1 | 2 | 2
sky130_fd_sc_hd__o21ai_0 | 3 | 3
sky130_fd_sc_hd__nand2b_1 | 3 | 3
sky130_fd_sc_hd__a211oi_1 | 2 | 2
sky130_fd_sc_hd__nor2_1 | 4 | 4
sky130_fd_sc_hd__a22oi_1 | 2 | 2
sky130_fd_sc_hd__and3_1 | 3 | 3
critical path: cells and delay by family:
family / cells / cell delay (ns)
AOI/OAI and AO/OA: 2 / 0.30
adders and majority gates: 1 / 0.20
buffers and inverters: 3 / 0.59
and+or+nand+nor: 3 / 0.59
cell type report:
type                            instances  share of cell area
Multi-Input combinational cell         44               0.361
Tap cell                               46              0.0631
Clock buffer                            4              0.0398
Timing Repair Buffer                   24               0.252
Inverter                                5              0.0206
Sequential cell                        12               0.263
cells by family (layout without fill, tap and decap cells):
| family | after synthesis | in the layout | synth area share |
|---|---|---|---|
| simple gates | 20 | 20 | 0.185 |
| buf+inv | 17 | 33 | 0.171 |
| compound gates | 16 | 16 | 0.182 |
| flops | 12 | 12 | 0.352 |
| fa+ha+maj | 5 | 5 | 0.0917 |
| other cells | 1 | 2 | 0.00550 |
| xor+xnor | 1 | 1 | 0.0128 |
Power figures rest on the tool's default switching activity, not on a simulated workload.
